**./run.sh**
```bash
#!/bin/bash
# OpenROAD 26Q1-2900-gdf79404cd8, Yosys 0.63+post, stock flow scripts
make -C /OpenROAD-flow-scripts/flow DESIGN_CONFIG=/design/flow/config.mk WORK_HOME=/design/flow/orfs finish
```
**./config.mk**
```make
export PLATFORM = sky130hd
export DESIGN_NAME = dgldpc_shuffled_VNU
export DESIGN_NICKNAME = dgldpc_shuffled_VNU
export VERILOG_FILES = /design/flow/design.v
export SDC_FILE = /design/flow/constraint.sdc
export NUM_CORES = 4
export LEC_CHECK = 1
export CORE_UTILIZATION = 30
export SYNTH_HDL_FRONTEND = slang
```
**./constraint.sdc**
```tcl
current_design dgldpc_shuffled_VNU

set clk_period 18.6
set clk_io_pct 0.2

create_clock -name clk0 -period $clk_period

set non_clock_inputs [all_inputs -no_clocks]
set_input_delay [expr $clk_period * $clk_io_pct] -clock clk0 $non_clock_inputs
set_output_delay [expr $clk_period * $clk_io_pct] -clock clk0 [all_outputs]
```
**./design.v**
```verilog
module compl2sm                                                  
    ( 
        input  logic [8 : 0] i_data                        ,
        output logic [8 : 0] o_data                                     
    )                                                       ;
    logic [7 : 0] sign_temp                                 ;
    logic [7 : 0] data                                      ;
    always_comb
    begin
        if (i_data[8] == 1) begin
            sign_temp = '1                                  ;
        end else           begin
            sign_temp = '0                                  ;
        end
        data = (i_data[7 : 0] ^ sign_temp)                  ;
        o_data = {sign_temp, i_data[8] + data}              ;
    end
endmodule
module dgldpc_shuffled_VNU
    (
        input  logic        [7 : 0] i_LOVNU                                                                                         ,           
        input  logic                clk                                                                                             , 
        input  logic [0 : 3][5 : 0] i_data                                                                                          ,
        output logic [0 : 4][8 : 0] o_data                                                                  
    )                                                                                                                               ;      
        logic [0 : 3][5 : 0] varCompl                                                                                               ;
        logic [0 : 1][6 : 0] sumFirst                                                                                               ;
        logic        [7 : 0] sumSecond                                                                                              ;
        logic        [7 : 0] sumThird                                                                                               ;
        logic [0 : 4][7 : 0] sumFourth                                                                                              ;
        logic [0 : 4][7 : 0] sumFifth                                                                                               ;
        logic [0 : 4][8 : 0] sumSixth                                                                                               ;
        logic        [3 : 0] sign_temp                                                                                              ;
        logic        [2 : 0] sum_sign_temp                                                                                          ;
        logic [0 : 3][5 : 0] inv_varCompl                                                                                           ;   
    generate                                                        
        for(genvar i = 0; i < 4; i++ ) begin                                                                                                     
            sm2compl sm2compl                                                       
            (                                                       
                .i_data (i_data   [i])                                                                                              ,
                .o_data (varCompl [i])                                                                                              ,
                .o_sign (sign_temp[i])                                                      
            )                                                                                                                       ;
        end                                                     
        sign_adder sign_adder                                                                                                                    
        (                                                       
            .i_data (sign_temp)                                                                                                     ,
            .o_data (sum_sign_temp)                                                     
        )                                                                                                                           ;
        always_comb
        begin
            sumFirst[0] = ({varCompl[0][5], varCompl[0]} + {varCompl[1][5], varCompl[1]})                                           ;
            sumFirst[1] = ({varCompl[2][5], varCompl[2]} + {varCompl[3][5], varCompl[3]})                                           ;
            sumSecond   = ({sumFirst[0][6], sumFirst[0]} + {sumFirst[1][6], sumFirst[1]})                                           ;  
            sumThird    = ({sumSecond[7], sumSecond}   + sum_sign_temp)                                                             ;
            for (int i = 0; i < 4; i++) begin                                                                                       
                inv_varCompl[i] = ~varCompl[i]                                                                                      ;
                sumFourth[i]    = ({sumThird[7], sumThird} + {{3{inv_varCompl[i][5]}} ,inv_varCompl[i]} + inv_varCompl[i][5])       ;  
            end
            sumFourth[4] = {sumThird[7], sumThird}                                                                                  ;
            for (int i = 0; i < 5; i++) begin                                                                                                    
                if(sumFourth[i][7] == 0) begin
                    sumFifth[i] = ({'0, sumFourth[i][7 : 1]} + {2'b00, sumFourth[i][7 : 2]})                                        ;
                end else begin
                    sumFifth[i] = ({'1, sumFourth[i][7 : 1]} + {2'b11, sumFourth[i][7 : 2]})                                        ;
                end
                sumSixth[i] =  {sumFifth[i][7], sumFifth[i]} + {i_LOVNU[7], i_LOVNU}                                                ;  
            end
        end
        for(genvar i = 0; i < 5; i++ ) begin                                                                                                     
            compl2sm compl2sm
            (
                .i_data (sumSixth [i])                                                                                              ,
                .o_data (o_data   [i])                                      
            )                                                                                                                       ;
        end
    endgenerate
endmodule
module sign_adder                                                 
    ( 
        input  logic [3 : 0] i_data                         ,
        output logic [2 : 0] o_data                         
    )                                                       ;
    logic [0 : 1][1 : 0] data                               ;
    always_comb
    begin
        data[0] = i_data[0] + i_data[1]                      ;
        data[1] = i_data[2] + i_data[3]                      ;
        o_data  = data[0]   + data[1]                        ;
    end
endmodule
module sm2compl                                                  
    ( 
        input  logic [5 : 0] i_data                         ,
        output logic [5 : 0] o_data                         ,
        output logic         o_sign             
    )                                                       ;
    logic [4 : 0] compl_data                                ;
    always_comb             
    begin               
        compl_data = | i_data[4 : 0]                        ;
        o_data     = {i_data[5], i_data[4 : 0] ^ {i_data[5], i_data[5], i_data[5], i_data[5], i_data[5]}} ;
        o_sign     = compl_data & i_data[5]                 ;                         
    end
endmodule
```
==> ds_physical_params.txt <==
Implementation parameters

Parameter                              Value

Status
  Outcome .................. finished, final reports clean

Cells and area
  Share of cells above drive strength 1 .................. slightly above 3%
  Clock Buffer Count .................. 0
  Post-route design area .................. around 0.0073 mm²
  Register cell area after layout .................. 0 µm²
  Signed area change from the synthesized netlist to the final layout .................. 17.7%
  Flip-flop and latch count .................. 0
  Final std cells w/o fill .................. between 1,000 and 1,500
  # fillers .................. 2,067
  Utilization after layout .................. between 30 and 40%

Logic synthesis
  Synth Seq Share .................. 0%
  Share of synthesized area spent on multiplexers .................. 0%
  Cells after Synth .................. 773
  Count of instantiated cells in the yosys netlist .................. ~770
  Post-synthesis xor/xnor area fraction .................. slightly above 20%
  Area leader share .................. between 20 and 30%
  Adder Area Share .................. between 30% and 40%
  And+or+nand+nor area frac .................. 16.5%
  Top logic family .................. adder cells
  Combined area of all synthesized cells .................. between 0.006 and 0.007 mm²
  Commonest cells in the synthesized netlist .................. sky130_fd_sc_hd__ha_1, sky130_fd_sc_hd__inv_1, sky130_fd_sc_hd__xnor2_1, sky130_fd_sc_hd__a21oi_1, sky130_fd_sc_hd__xor2_1
  AND-OR/OR-AND share of the synthesized area .................. 21.8%
  Synthesized area per cell .................. around 8.0 µm²
  Warnings from Yosys .................. 0
  Top area cell types .................. sky130_fd_sc_hd__ha_1, sky130_fd_sc_hd__xnor2_1, sky130_fd_sc_hd__fa_1
  Most common cell in the netlist .................. sky130_fd_sc_hd__ha_1
  Yosys chip area .................. a little over 0.006 mm²
  Count of cell types in the netlist .................. between 60 and 70
  Largest area contributor in the synthesized netlist .................. sky130_fd_sc_hd__ha_1

Flow run
  Tally of max-capacitance violations .................. 0
  Total number of warnings across the stage logs .................. 46

Place
  Post-detailed-placement half-perimeter wirelength .................. 12,300 µm
  Input/output buffers .................. between 70 and 80
  Number of placed cells counting well taps .................. between 1,000 and 1,500
  Area after detailed placement .................. 0.00728 mm²
  Worst slack after detailed placement .................. roughly 2 ns
  Final weighted congestion of routability-driven global placement .................. between 0.8 and 0.9

Timing
  Clock period minus final worst setup slack .................. between 15 and 20 ns
  Count of final max-slew check failures .................. 0
  Setup repair after global routing missed its margin .................. no
  Highest achievable clock rate .................. between 60 and 70 MHz
  Slew headroom .................. between 50% and 60%
  Worst Tran Pin Value .................. between 0.7 and 0.8 ns
  Total Negative Setup Slacks .................. 0 ns
  Number of endpoints with negative hold slack in the final report .................. 0
  Final critical-path setup slack .................. about 2 ns
  Final setup violating endpoints .................. 0
  Part of the cycle the worst path needs .................. 89.3%
  Hold slack .................. 8.91 ns

Global routing
  First-pass GRT wire length .................. about 24,000 µm
  Number of global-route vias before repair .................. 4,959
  Pin count of the biggest net entering global routing .................. 12
  Number of antenna violations at the first check in global routing .................. 0
  Global route total overflow .................. 0
  Overall track demand over capacity in global routing .................. roughly 14%

Critical path
  CP dominant cell by count .................. sky130_fd_sc_hd__ha_1
  Arrival time of data at the critical path endpoint .................. 12.89 ns
  Biggest cell delay along the critical path .................. 0.81 ns
  Top Family by Delay on Critical Path .................. adder cells
  Type of destination of the critical path .................. primary output
  Crit Path Max Fanout .................. 10
  Worst Path Buf+Inv .................. 6
  Slowest-stage cell, CP .................. sky130_fd_sc_hd__clkdlybuf4s50_1
  Type of element launching the critical path .................. primary input
  Type of the worst setup path .................. in2out
  Crit path required time .................. between 10 and 15 ns

Routing
  Detailed-routing iteration count for the pre-antenna-repair pass .................. 4
  Number of design rule violations left after detail routing .................. 0
  Initial drt markers .................. around 190
  Ant diodes .................. 0
  Via Count .................. 5,425
  DRT Wirelength .................. approximately 14,000 µm
  Antenna-violating nets left .................. 0
  Via density .................. just under 5
  Wire per inst .................. between 10 and 15 µm

Die
  Die span in y .................. 146 µm
  Count of boundary I/O pins .................. approximately 78
  Core region area .................. 0.0202 mm²
  Die width .................. about 150 µm
  Number of core rows .................. ~52
  Share of the core filled by cells before placement .................. 30.6%
  Total die size .................. approximately 0.021 mm²

Clock tree
  Setup repair bufs after CTS .................. 0
  Hold buffer count at CTS .................. 0
  CTS resizes .................. 0

Hold path
  Worst min-delay path class .................. in2out
  Launch instance of the worst min-delay path .................. i_LOVNU[0]
  Number of cells on the worst hold path .................. 3
  Worst hold endpoint .................. o_data[36]
==> worst max path at each step <==
stage                       from         end  slack (ns)  depth (start not counted)
final                 i_data[23]  o_data[15]        1.99                         33
after global routing  i_data[23]  o_data[15]        1.37                         35
after CTS             i_data[23]  o_data[15]        1.99                         33
==> cell families (layout without fill, tap and decap cells) <==
group / Yosys count / in the layout
adder cells (fa/ha/maj): 156 / 156
buffers and inverters: 94 / 163
AND-OR/OR-AND: 200 / 200
XOR/XNOR: 134 / 134
AND/OR/NAND/NOR: 189 / 189
==> layer usage <==
layer / global-route usage, % / up-vias / part of all wire, %
met5: 0 / - / 0
met4: 1.37 / 0 / 1.3
met3: 2.14 / 8 / 4.5
met2: 23.1 / 68 / 45
met1: 19.7 / 2434 / 50
li1: - / 2915 / -
==> cells in the final DEF (no fill, tap or decap), types with 3 or more instances in the layout <==
| cell | instances |
|---|---|
| sky130_fd_sc_hd__xor2_1 | 49 |
| sky130_fd_sc_hd__xnor3_1 | 7 |
| sky130_fd_sc_hd__buf_4 | 7 |
| sky130_fd_sc_hd__a21o_1 | 22 |
| sky130_fd_sc_hd__a21oi_1 | 53 |
| sky130_fd_sc_hd__nor2b_1 | 21 |
| sky130_fd_sc_hd__o2111ai_1 | 3 |
| sky130_fd_sc_hd__or2_2 | 6 |
| sky130_fd_sc_hd__o21a_1 | 4 |
| sky130_fd_sc_hd__a211o_1 | 4 |
| sky130_fd_sc_hd__xnor2_1 | 77 |
| sky130_fd_sc_hd__a31o_2 | 3 |
| sky130_fd_sc_hd__o22ai_1 | 3 |
| sky130_fd_sc_hd__nor4_1 | 8 |
| sky130_fd_sc_hd__or4_1 | 5 |
| sky130_fd_sc_hd__a2111oi_0 | 3 |
| sky130_fd_sc_hd__a211oi_1 | 6 |
| sky130_fd_sc_hd__and2_1 | 6 |
| sky130_fd_sc_hd__fa_1 | 30 |
| sky130_fd_sc_hd__a31oi_1 | 8 |
| sky130_fd_sc_hd__o21ai_0 | 36 |
| sky130_fd_sc_hd__and3_1 | 3 |
| sky130_fd_sc_hd__or3_1 | 10 |
| sky130_fd_sc_hd__nand4_1 | 4 |
| sky130_fd_sc_hd__nand3_1 | 7 |
| sky130_fd_sc_hd__o21bai_1 | 10 |
| sky130_fd_sc_hd__nor2_1 | 47 |
| sky130_fd_sc_hd__o311ai_0 | 3 |
| sky130_fd_sc_hd__nor3_1 | 13 |
| sky130_fd_sc_hd__clkdlybuf4s50_1 | 77 |
| sky130_fd_sc_hd__nor3b_1 | 7 |
| sky130_fd_sc_hd__o21ai_1 | 3 |
| sky130_fd_sc_hd__o31ai_1 | 7 |
| sky130_fd_sc_hd__a221o_1 | 3 |
| sky130_fd_sc_hd__inv_1 | 78 |
| sky130_fd_sc_hd__a311oi_1 | 3 |
| sky130_fd_sc_hd__nand2b_1 | 12 |
| sky130_fd_sc_hd__ha_1 | 126 |
| sky130_fd_sc_hd__nand2_1 | 27 |
| sky130_fd_sc_hd__o211ai_1 | 5 |
==> final cells by class <==
class	count	area (µm²)	share of cell area (%)
multi-input combinational	679	5820	80.0
tap	270	338	4.64
inverter	79	297	4.07
timing repair buffer	84	823	11.3
