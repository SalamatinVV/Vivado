===== flow/design.v =====
module CSA_ff
    #(
        parameter DATA_W = 3                                            ,
        parameter FF_P   = 0
    )
    (
    input  logic                  clk                                   , 
    input  logic [DATA_W - 1 : 0] i_f                                   ,
    input  logic [DATA_W - 1 : 0] i_s                                   ,
    input  logic [DATA_W - 1 : 0] i_t                                   ,
    output logic [DATA_W     : 0] o_stage_s                             ,
    output logic [DATA_W     : 0] o_stage_c
    )                                                                   ;
    if (FF_P == 0) begin
        always_comb 
        begin  
            o_stage_s = {'0, (i_f ^ i_s ^ i_t)}                         ;
            o_stage_c = {(i_f & i_s) | (i_f & i_t) | (i_s & i_t), '0}   ;
        end
    end else begin
        always_ff @(posedge clk) begin
            o_stage_s <= {'0, (i_f ^ i_s ^ i_t)}                        ;
            o_stage_c <= {(i_f & i_s) | (i_f & i_t) | (i_s & i_t), '0}  ;
        end
    end
endmodule
module piplined_csa_tree
    #(
        parameter                I_DATA_W = 3                                                       ,  
        parameter                I_DATA_N = 16                                                     ,  
        localparam               STAGES_N = StageCount(I_DATA_N) + 1                                ,  
        parameter [STAGES_N : 0] FF_P     = '1                                                      , 
        localparam               O_DATA_W = I_DATA_W + STAGES_N  + 1                                   
    )                           
    (                           
        input  logic                                       clk                                      , 
        input  logic [0 : I_DATA_N  - 1][I_DATA_W - 1 : 0] i_data                                   , 
        output logic                    [O_DATA_W - 1 : 0] o_data                                     
    )                                                                                               ;
    function automatic logic [31 : 0] StageCount(input logic [31 : 0] i_num)                        ;  
        logic [31 : 0] data_n           = '0                                                        ;  
        logic [31 : 0] w_remains        = i_num / 3 * 3                                             ;
        logic [31 : 0] remains          = i_num % 3                                                 ;                                           
        logic [31 : 0] stage_n_res      = '0                                                        ;
            while ( data_n != 3) begin      
                stage_n_res = stage_n_res + 1                                                       ;
                data_n      = w_remains   / 3 * 2 + remains                                         ;
                w_remains   = data_n      / 3 * 3                                                   ;
                remains     = data_n      % 3                                                       ;
            end     
        return stage_n_res                                                                          ;
    endfunction     
    task automatic RemainWireFunc                                                                   ;  
        input logic [31 : 0] i_stageFunc                                                            ;  
        output logic [31 : 0] m,n,f,g                                                               ;  
        localparam int NUMBER_OF_STAGES = StageCount(I_DATA_N) + 1                                  ;  
        logic [0 : NUMBER_OF_STAGES][0 : 1] remWire_func = '0                                       ;  
        for (integer stage = 0; stage <= NUMBER_OF_STAGES; stage++) begin                              
            if          (stage == 0) begin
                if          (I_DATA_N % 3 == 0) begin
                    remWire_func[stage][0] = '0                                                     ;
                    remWire_func[stage][1] = '0                                                     ;
                end else if (I_DATA_N % 3 == 1) begin
                    remWire_func[stage][0] = '1                                                     ;
                    remWire_func[stage][1] = '0                                                     ;
                end else                        begin   
                    remWire_func[stage][0] = '1                                                     ;
                    remWire_func[stage][1] = '1                                                     ;
                end
            end else if (stage == 1) begin
                logic [0 : 31][31 : 0]         CSA_NUM  = '0                                        ;
                logic [0 : 31][1  : 0] remains_CSA_NUM  = '0                                        ;
                    for (integer j = 0; j < STAGES_N; j++) begin
                        if (j == 0) begin
                                    CSA_NUM[j] = I_DATA_N / 3                                       ; 
                            remains_CSA_NUM[j] = I_DATA_N % 3                                       ;
                        end else    begin
                                    CSA_NUM[j] = (CSA_NUM[j - 1] * 2 + remains_CSA_NUM[j - 1]) / 3  ;
                            remains_CSA_NUM[j] = (CSA_NUM[j - 1] * 2 + remains_CSA_NUM[j - 1]) % 3  ;
                        end
                    end         
                    if          ((CSA_NUM[stage - 1] * 2 - CSA_NUM[stage] * 3) <= 0) begin
                        remWire_func[stage][0] = '0                                                 ;
                        remWire_func[stage][1] = '0                                                 ;
                    end else if ((CSA_NUM[stage - 1] * 2 - CSA_NUM[stage] * 3) == 1) begin
                        remWire_func[stage][0] = '1                                                 ; 
                        remWire_func[stage][1] = '0                                                 ;
                    end else if ((CSA_NUM[stage - 1] * 2 - CSA_NUM[stage] * 3) == 2) begin
                        remWire_func[stage][0] = '1                                                 ;
                        remWire_func[stage][1] = '1                                                 ;
                    end
            end else if (stage >= 2) begin
                logic [0 : 31][31 : 0]         CSA_NUM  = '0                                        ;
                logic [0 : 31][1  : 0] remains_CSA_NUM  = '0                                        ;
                    for (integer j = 0; j < STAGES_N; j++) begin
                        if (j == 0) begin
                                    CSA_NUM[j] = I_DATA_N / 3                                       ; 
                            remains_CSA_NUM[j] = I_DATA_N % 3                                       ;
                        end else begin
                                    CSA_NUM[j] = (CSA_NUM[j - 1] * 2 + remains_CSA_NUM[j-1]) / 3    ;
                            remains_CSA_NUM[j] = (CSA_NUM[j - 1] * 2 + remains_CSA_NUM[j-1]) % 3    ;
                        end
                    end
                    if          ((CSA_NUM[stage - 1] * 3 - CSA_NUM[stage - 2] * 2) == 1) begin
                        for (int j = 0; j < NUMBER_OF_STAGES; j++) begin
                         int flag ='0                                                               ;
                            for (int k = 0; k < 2; k++) begin
                                if (remWire_func[j][k] != 0) begin
                                    remWire_func[j][k] = '0                                         ;
                                    if (i_stageFunc == stage) begin
                                        m = j                                                       ;
                                        n = k                                                       ;
                                        end
                                        flag = '1                                                   ;
                                        break                                                       ;
                                end
                            end
                            if (flag != 0) break                                                    ;
                        end
                    end else if ((CSA_NUM[stage - 1] * 3 - CSA_NUM[stage - 2] * 2) == 2) begin
                        for (int j = 0; j < NUMBER_OF_STAGES; j++) begin
                            int flag ='0                                                            ;
                            for (int k = 0; k < 2; k++) begin
                                if (remWire_func[j][k] != 0) begin
                                    remWire_func[j][k] = '0                                         ;
                                    if (i_stageFunc == stage) begin             
                                        f = j                                                       ;
                                        g = k                                                       ;
                                    end             
                                        flag = '1                                                   ;
                                        break                                                       ;
                                end
                            end
                            if (flag != 0) break                                                    ;
                        end
                        for (int j = 0; j < NUMBER_OF_STAGES; j++) begin
                            int flag ='0                                                            ;
                            for (int k = 0; k < 2; k++) begin
                                if (remWire_func[j][k] != 0) begin
                                    remWire_func[j][k] = '0                                         ;
                                    if (i_stageFunc == stage) begin
                                        m = j                                                       ;
                                        n = k                                                       ;
                                    end
                                    flag = '1;
                                    break                                                           ;
                                end
                            end
                           if (flag != 0) break                                                     ;
                         end
                    end
                if          ((CSA_NUM[stage - 1] * 2 - CSA_NUM[stage] * 3) <= 0) begin
                    remWire_func[stage][0] = '0                                                     ;
                    remWire_func[stage][1] = '0                                                     ;
                end else if ((CSA_NUM[stage - 1] * 2 - CSA_NUM[stage] * 3) == 1) begin
                    remWire_func[stage][0] = '1                                                     ; 
                    remWire_func[stage][1] = '0                                                     ;
                end else if ((CSA_NUM[stage - 1] * 2 - CSA_NUM[stage] * 3) == 2) begin
                    remWire_func[stage][0] = '1                                                     ;
                    remWire_func[stage][1] = '1                                                     ;
                end
            end
        end
    endtask
function automatic logic [31 : 0] [31 : 0] CsaCount(input logic [31 : 0] input_stage)               ;  
    logic [0 : 31][31 : 0]         CSA_NUM = '0                                                     ;  
    logic [0 : 31][1  : 0] remains_CSA_NUM = '0                                                     ;  
    for (integer j = 0; j < STAGES_N; j++) begin
        if (j == 0) begin
                    CSA_NUM[j] = I_DATA_N / 3                                                       ; 
            remains_CSA_NUM[j] = I_DATA_N % 3                                                       ;
        end else    begin      
                    CSA_NUM[j] = (CSA_NUM[j - 1] * 2 + remains_CSA_NUM[j-1]) / 3                    ;
            remains_CSA_NUM[j] = (CSA_NUM[j - 1] * 2 + remains_CSA_NUM[j-1]) % 3                    ;
        end
    end            
    return CSA_NUM[input_stage]                                                                     ;                   
endfunction    
    logic signed [0 : STAGES_N][0 : I_DATA_N - 1][O_DATA_W - 1 : 0] sum                             ;
    logic signed [0 : STAGES_N][0 : 1           ][O_DATA_W - 1 : 0] remWire = '0                    ;
    generate
        for (genvar stage = 0; stage <= STAGES_N; stage++) begin
        localparam   STAGE_W = I_DATA_W +  stage                                                        ;
            if          (stage == 0) begin  
                always_comb begin   
                    if         (I_DATA_N % 3 == 0) begin 
                        for(int i = 0; i < I_DATA_N; i++) begin    
                            sum[stage][i] = i_data[i]                                                   ;
                        end 
                    end else if(I_DATA_N % 3 == 1) begin    
                        for(int i = 0; i < I_DATA_N; i++) begin    
                            sum[stage][i] = i_data[i]                                                   ;
                        end 
                        remWire[stage][0] = i_data[I_DATA_N - 1]                                        ;
                    end else                       begin  
                        for(int i = 0; i < I_DATA_N; i++) begin    
                            sum[stage][i] = i_data[i]                                                   ;
                        end 
                        remWire[stage][0] = i_data[I_DATA_N - 1]                                        ;
                        remWire[stage][1] = i_data[I_DATA_N - 2]                                        ;
                    end   
                end
            end else if (stage == 1) begin
                localparam CSA_CURR = CsaCount(stage - 1)                                               ;
                localparam CSA_NEXT = CsaCount(stage    )                                               ;
                localparam diff     = CSA_CURR * 2 - CSA_NEXT * 3                                       ;
                for (genvar i = 0; i < CSA_CURR; i++) begin
                    CSA_ff #(STAGE_W - 1, FF_P[stage]) stagenum
                    (
                        .clk        (clk                                             )                  ,
                        .i_f        (sum[stage - 1][3 * i    ][(STAGE_W - 1) - 1 : 0])                  ,
                        .i_s        (sum[stage - 1][3 * i + 1][(STAGE_W - 1) - 1 : 0])                  ,
                        .i_t        (sum[stage - 1][3 * i + 2][(STAGE_W - 1) - 1 : 0])                  ,
                        .o_stage_s  (sum[stage    ][2 * i    ][(STAGE_W - 1)     : 0])                  ,
                        .o_stage_c  (sum[stage    ][2 * i + 1][(STAGE_W - 1)     : 0])              
                    )                                                                                   ;  
                end 
                always_comb begin   
                    if          (diff == 1) begin   
                        remWire[stage][0] = sum[stage][CSA_CURR * 2 - 1][(STAGE_W - 1) : 0]             ; 
                    end else if (diff == 2) begin
                        remWire[stage][0] = sum[stage][CSA_CURR * 2 - 1][(STAGE_W - 1) : 0]             ;
                        remWire[stage][1] = sum[stage][CSA_CURR * 2 - 2][(STAGE_W - 1) : 0]             ;
                    end 
                end 
            end else                 begin  
                localparam CSA_CURR = CsaCount (stage - 1)                                              ;
                localparam CSA_NEXT = CsaCount (stage    )                                              ;
                localparam CSA_BEF  = CsaCount (stage - 2)                                              ;
                localparam diff     = CSA_CURR * 2 - CSA_NEXT * 3                                       ;
                localparam diff_bef = CSA_CURR * 3 - CSA_BEF  * 2                                       ;
                always_comb begin
                    if          (diff_bef == 1) begin      
                    integer j,k,l,p                                                                     ;
                    RemainWireFunc(stage, j,k,l,p)                                                      ;
                        sum[stage - 1][CSA_CURR * 3 - 1] = remWire[j][k][(STAGE_W - 1) : 0]             ;
                    end else if (diff_bef == 2) begin
                    integer j,k,l,p                                                                     ;
                    RemainWireFunc(stage, j,k,l,p)                                                      ;
                        sum[stage - 1][CSA_CURR * 3 - 1] = remWire[j][k][(STAGE_W - 1) : 0]             ;
                        sum[stage - 1][CSA_CURR * 3 - 2] = remWire[l][p][(STAGE_W - 1) : 0]             ;
                    end
                end
                for (genvar i = 0; i < CSA_CURR; i++) begin
                    CSA_ff #(STAGE_W - 1, FF_P[stage]) stagenum
                    (
                        .clk        (clk                                             )                  ,
                        .i_f        (sum[stage - 1][3 * i    ][(STAGE_W - 1) - 1 : 0])                  ,
                        .i_s        (sum[stage - 1][3 * i + 1][(STAGE_W - 1) - 1 : 0])                  ,
                        .i_t        (sum[stage - 1][3 * i + 2][(STAGE_W - 1) - 1 : 0])                  ,
                        .o_stage_s  (sum[stage    ][2 * i    ][(STAGE_W - 1)     : 0])                  ,
                        .o_stage_c  (sum[stage    ][2 * i + 1][(STAGE_W - 1)     : 0])              
                    )                                                                                   ;  
                end 
                always_comb begin   
                    if          (diff == 1) begin   
                        remWire[stage][0] = sum[stage][CSA_CURR * 2 - 1][(STAGE_W - 1) : 0]             ; 
                    end else if (diff == 2) begin           
                        remWire[stage][0] = sum[stage][CSA_CURR * 2 - 1][(STAGE_W - 1) : 0]             ;
                        remWire[stage][1] = sum[stage][CSA_CURR * 2 - 2][(STAGE_W - 1) : 0]             ;
                    end
                end
            end
        end
    endgenerate
    assign o_data = $signed(sum[STAGES_N][0][(O_DATA_W - 1) - 1 : 0]) + $signed(sum[STAGES_N][1][(O_DATA_W - 1) - 1 : 0]) ; 
endmodule

===== flow/run.sh =====
#!/bin/bash
# OpenROAD 26Q1-2900-gdf79404cd8, Yosys 0.63+post, stock flow scripts
make -C /OpenROAD-flow-scripts/flow DESIGN_CONFIG=/design/flow/config.mk WORK_HOME=/design/flow/orfs finish

===== flow/config.mk =====
export PLATFORM = sky130hd
export DESIGN_NAME = piplined_csa_tree
export DESIGN_NICKNAME = piplined_csa_tree
export VERILOG_FILES = /design/flow/design.v
export SDC_FILE = /design/flow/constraint.sdc
export NUM_CORES = 4
export LEC_CHECK = 1
export CORE_UTILIZATION = 30
export SYNTH_HDL_FRONTEND = slang

===== flow/constraint.sdc =====
current_design piplined_csa_tree

set clk_period 2.7
set clk_io_pct 0.2

create_clock -name clk0 -period $clk_period [get_ports {clk}]

set non_clock_inputs [all_inputs -no_clocks]
set_input_delay [expr $clk_period * $clk_io_pct] -clock clk0 $non_clock_inputs
set_output_delay [expr $clk_period * $clk_io_pct] -clock clk0 [all_outputs]

==> results.json <==
{
  "holdBufCountCts": 0,
  "startpoint_type": "register",
  "grt_start_max_net_pins": 19,
  "htree_num_levels": 3,
  "fin_crit_sh_pct": 88.9,
  "tritoncts": "done",
  "viasPerCell": 3.54,
  "dr.pass1.iters": 4,
  "place_inst": 365,
  "finalNonFillerCells": 381,
  "grt_antenna_before_repair": 0,
  "first_global_vias": 1414,
  "synth_cell_types": 14,
  "clock.latency.late_pin_ps": 350,
  "cts_root_buf": "clkbuf_8",
  "syn_avg_cell_area_um2": 18.2,
  "post_drt_wl_per_cell_um": 9.01,
  "core-area_um2": 10300,
  "drc": 0,
  "cp_max_fo": 4,
  "peakVddDrop_mv": 0.471,
  "fin_skew_ps": 11.5,
  "yosysCellCount": 176,
  "drt_wl_total_um": 3430,
  "antenna_left": 0,
  "crit_family": "buffers and inverters",
  "routabilityCongestion": 0.746,
  "fin_setup_tns_ps": 0,
  "antenna_cells": 0,
  "io_pins": 59,
  "dieHeight_um": 105,
  "final_max_slew_viol_count": 0,
  "status": "finished, final reports clean",
  "cts_sinks": 107,
  "stdcell_area_um2": 4120,
  "fin_hold_ws_ps": 319,
  "floorplan.die_area_um2": 11100,
  "dr.first_iter.drc_count": 20,
  "fmax_mhz": 417,
  "crit_slowest_cell": "clkdlybuf4s50_1",
  "arrival_ps": 1860,
  "hp-class": "reg -> reg",
  "worst-path-buf-inv": 1,
  "cts_made_buffers": 9,
  "ys_seq_share_pct": 66.8,
  "fp_util_pct": 31.1,
  "warning_count": 25,
  "cts_buffer_depth": 2,
  "p_leak_nw": 1.68,
  "die_w_um": 105,
  "synthCells": 176,
  "min_period_ps": 2400,
  "critPathCaptureType": "primary output",
  "cpPeakStageDelay_ps": 440,
  "crit_type": "reg -> out",
  "port_buffers": 56,
  "rsz0062_at_grt": "false",
  "worstPathRequired_ps": 2160,
  "hold_viol_final": 0,
  "yosysChipArea_um2": 3210,
  "finalPower_w": 0.00390,
  "drive_gt1_share_pct": 7.76,
  "dp_hpwl_um": 2690,
  "syn2layout_area_growth_pct": 28.4,
  "grt_pass1_wl_um": 6110,
  "clk_pin_slew_ps": 100,
  "rows": 37,
  "gr-total-overflow": 0,
  "cts_setup_buffers": 0,
  "placed_area_um2": 3910,
  "setup_viol": 0,
  "dr_total_vias": 1347,
  "maxCapViolations": 0,
  "cp_cell_sequence": "ha_1 -> nand3_1 -> a21boi_0 -> o21a_1 -> clkdlybuf4s50_1",
  "yosysWarnings": 10,
  "p_per_area_nw_per_um2": 947,
  "track_usage_pct": 7.43,
  "synth-seq-cells": 107,
  "syn_area_um2": 3210,
  "fill_cells": 929
}
Yosys cell counts:
library cell  instances  area, um2
xnor2_1               1       8.76
a21oi_1               1       5.00
nand2_1               1       3.75
a21o_1                1       7.51
buf_4                 4       30.0
dfxtp_1             107       2140
ha_1                 16        200
fa_1                 38        761
nand3_1               1       5.00
conb_1                1       3.75
xor2_1                2       17.5
a21oi_2               1       8.76
o21a_1                1       7.51
a21boi_0              1       7.51
stage by stage:
stage | utilization (%) | setup WS (ps)
2_1_floorplan | - | 882
4_1_cts | 39.9 | 25.5
3_5_place_dp | 37.9 | 336
3_3_place_gp | 37.9 | 347
6_report | 39.9 | 301
5_1_grt | 39.9 | 139
layout by cell type, fill, tap and decap left out, types with 2 or more instances in the layout:
cell             instances
ha_1                    15
clkbuf_8                 9
inv_6                    2
dfxtp_1                106
clkdlybuf4s50_1         55
xor2_1                   2
clkinvlp_4               2
fa_1                    37
conb_1                   2
cell type report:
cell class                 count  area [um2]  share of cell area [%]
clock buffer                  10         128                    3.10
clock inverter                 6        71.3                    1.73
timing repair buffer          56         563                    13.7
multi-input combinational     66        1040                    25.4
tap                          136         170                    4.13
sequential                   107        2140                    52.0
where the power goes:
| part | internal, W | switching (W) | total [W] |
|---|---|---|---|
| sequential | 0.00206 | 0.000200 | 0.00226 |
| combinational | 0.000470 | 0.000234 | 0.000704 |
| clock | 0.000437 | 0.000500 | 0.000937 |
path summary, 6_finish.rpt:
path                                                                           from                                                  end  slack [ps]  cells after the start
worst min register to register  genblk1[2].genblk1.genblk1[2].stagenum.o_stage_s[0]  genblk1[3].genblk1.genblk1[1].stagenum.o_stage_s[0]         320                      0
worst max register to register  genblk1[1].genblk1.genblk1[0].stagenum.o_stage_c[1]  genblk1[2].genblk1.genblk1[0].stagenum.o_stage_s[1]        1770                      1
worst min-delay path            genblk1[2].genblk1.genblk1[2].stagenum.o_stage_s[0]  genblk1[3].genblk1.genblk1[1].stagenum.o_stage_s[0]         320                      0
worst max-delay path            genblk1[6].genblk1.genblk1[0].stagenum.o_stage_c[4]                                            o_data[7]         300                      5
flip-flops by register name (all words and copies together), names as in the netlist:
| register | count |
|---|---|
| genblk1.genblk1.genblk1.stagenum.o_stage_c | 49 |
| genblk1.genblk1.genblk1.stagenum.o_stage_s | 58 |
routing by layer:
metal	part of all wire (%)	track usage (%)
met1	46	11.2
met2	44	10.9
met3	7.8	2.84
met4	2.3	1.11
met5	0	0
kinds of logic (layout without fill, tap and decap cells):
group | count (synthesis) | after routing | synth area share [%]
buffers and inverters | 4 | 72 | 0.936
AND/OR/NAND/NOR | 2 | 2 | 0.273
flip-flops | 107 | 107 | 66.8
XOR/XNOR | 3 | 3 | 0.819
adder cells (fa/ha/maj) | 54 | 54 | 30.0
AND-OR/OR-AND | 5 | 5 | 1.13
other | 1 | 2 | 0.117
timing repair:
| action | 4_1_cts | 5_1_grt |
|---|---|---|
| setup endpoints to repair | 1 | 1 |
| resized | 2 | 2 |
| gates cloned | 0 | 0 |
| endpoints found under the hold margin | 0 | 0 |
| pin swaps | 0 | 3 |
No activity file was given, so power comes from the tool's default toggle rates.
