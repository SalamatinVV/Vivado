**flow/design.v**
```verilog
module adder_tree_bin
    #(          
        parameter                DATA_W      = 13                                           ,         
        parameter                DATA_N      = 11                                           ,         
        localparam               STAGES_N    = $clog2(DATA_N)                               ,         
        parameter [STAGES_N : 0] FF_P        = '0                                           ,         
        localparam               SUM_N       = 2 ** STAGES_N                                ,         
        localparam               O_DATA_W    = DATA_W + STAGES_N                                      
    )                   
    (                   
        input  logic clk                                                                    ,
        input  logic [0 : DATA_N  - 1][DATA_W - 1   : 0]   i_data                           ,
        output logic                  [O_DATA_W - 1 : 0]   o_data                           
    )                                                                                       ;                  
    logic signed [0 : STAGES_N][0 : SUM_N - 1][O_DATA_W - 1 : 0] sum = '0                   ;    
    generate                    
        for (genvar stage = 0; stage <= STAGES_N; stage++) begin                                     
        localparam O_STAGE_N = SUM_N  >> stage                                              ;        
        localparam STAGE_W   = DATA_W +  stage                                              ;        
            if (stage == 0) begin                                                                    
                always_comb begin
                    for (int i = 0; i < DATA_N; i++) begin                                        
                        sum[stage][i] = i_data[i]         ;
                    end
                end
            end else begin
                if          (FF_P[stage] == 1) begin              
                    always_ff @(posedge clk) begin                                  
                        for (int i = 0; i < O_STAGE_N; i++) begin
                            sum[stage][i][STAGE_W - 1 : 0] <= $signed(sum[stage - 1][2*i][(STAGE_W - 1) - 1 : 0]) + $signed(sum[stage - 1][2*i + 1][(STAGE_W - 1) - 1 : 0]);
                        end
                    end
                end else if (FF_P[stage] == 0) begin
                    always_comb begin
                        for (int i = 0; i < O_STAGE_N; i++) begin
                            sum[stage][i][STAGE_W - 1 : 0] = $signed(sum[stage - 1][2*i][(STAGE_W - 1) - 1 : 0]) + $signed(sum[stage - 1][2*i + 1][(STAGE_W - 1) - 1 : 0]);
                        end
                    end
                end
            end
        end
    endgenerate
    assign o_data = sum[STAGES_N][0];
endmodule
```
**flow/run.sh**
```bash
#!/bin/bash
# OpenROAD 26Q1-2900-gdf79404cd8, Yosys 0.63+post, stock flow scripts
make -C /OpenROAD-flow-scripts/flow DESIGN_CONFIG=/design/flow/config.mk WORK_HOME=/design/flow/orfs finish
```
**flow/config.mk**
```make
export PLATFORM = sky130hd
export DESIGN_NAME = adder_tree_bin
export DESIGN_NICKNAME = adder_tree_bin
export VERILOG_FILES = /design/flow/design.v
export SDC_FILE = /design/flow/constraint.sdc
export NUM_CORES = 4
export LEC_CHECK = 1
export CORE_UTILIZATION = 40
export SYNTH_HDL_FRONTEND = slang
```
**flow/constraint.sdc**
```tcl
current_design adder_tree_bin

set clk_period 14.4
set clk_io_pct 0.2

create_clock -name clk0 -period $clk_period

set non_clock_inputs [all_inputs -no_clocks]
set_input_delay [expr $clk_period * $clk_io_pct] -clock clk0 $non_clock_inputs
set_output_delay [expr $clk_period * $clk_io_pct] -clock clk0 [all_outputs]
```
==> impl_metrics.tcl <==
# place-and-route summary
set metrics [dict create \
    floorplanUtilization_pct 41.74 \
    synthDominantCellAreaShare_pct 62.96 \
    final_routed_wirelength_across_all_metal_layers_mm 7.373 \
    synth.lib_cells_used.distinct 30 \
    antenna_left 0 \
    dp_hpwl_mm 7.384 \
    synth-area-yosys_sq_um 3911 \
    rsz_0062_raised_after_global_routing "no" \
    placement_rows 35 \
    dr.pass1.iters 4 \
    height_of_the_die_microns 100.9 \
    min_period_over_period_pct 77.37 \
    cell_type_with_the_largest_total_area "sky130_fd_sc_hd__fa_1" \
    cp-end-kind "primary output" \
    worst_setup_path_start_kind "input port" \
    timing.final.crit_period_ps 11140 \
    status "completed" \
    grt_pass1_vias 3091 \
    flop_area_sq_um 0 \
    worstSetupPathType "in2out" \
    setup_tns_ps 0 \
    drt_iter0_markers 35 \
    max_slew_margin_pct 73.36 \
    postCtsSetupBuffers 0 \
    routabilityCongestion 0.8193 \
    min_delay_startpoint "i_data[130]" \
    cap_viol_max_count 0 \
    antenna_found_initial 0 \
    flop_count 0 \
    whs_ps 6908 \
    post_synth_instance_area_sq_um 3911 \
    timing_hold_violations_final 0 \
    cell_total_after_placement 693 \
    fraction_of_final_layout_cells_sized_beyond_drive_strength_1_pct 1.064 \
    drcViolationCount 0 \
    drt-vias-per-instance 4.209 \
    route.detailed.wl_per_inst_microns 10.64 \
    area_leaders "sky130_fd_sc_hd__fa_1, sky130_fd_sc_hd__inv_1, sky130_fd_sc_hd__ha_1, sky130_fd_sc_hd__xnor2_1, sky130_fd_sc_hd__a21oi_1" \
    grt_first_pass_wirelength_mm 13.05 \
    placeableCoreArea_sq_um 9371 \
    synthesis.yosys.warnings 0 \
    max_freq_ghz 0.08975 \
    wp_data_arrival_ps 8260 \
    worst_setup_path_startpoint "i_data[41]" \
    die_width_microns 100.9 \
    synth_stat.cells 404 \
    num_vias 2917 \
    worst-path-max-fanout 4 \
    tool_warnings 33 \
    syn2layout_area_growth_pct 45.07 \
    gr-total-overflow 0 \
    finish.cell_count_without_fillers 693 \
    ios 161 \
    tightest_slew_ps 396.8 \
    drv_slew 0 \
    synthesis.area_per_instance_sq_um 9.681 \
    cts.repair.resized 0 \
    utilization_pct 60.55 \
    cts_hold_buf 0 \
    cp.required_ps 11520 \
    holdCritPathClass "in2out" \
    grt.total_usage_pct 17.05 \
    chip_area_sq_um 10180 \
    route.antenna.diode_count 0 \
    finalSetupViolations 0 \
    numPortBuffers 160 \
    clockBufferCount 0 \
    filler_cell_count 829 \
    syn-instance-count 404 \
    postSynthSeqShare_pct 0 \
    final-comb-area_sq_um 3213 \
    grt_start_max_net_pins 8 \
]
## Yosys cell counts, drive strengths merged
cell    instances
a31o            1
o21bai          1
a21boi          1
nand2           8
mux2i           2
a21o            3
nand4b          1
a21oi          12
a31oi           1
or3             1
fa            123
and3            5
o21a            1
nor2b           1
inv           186
xnor2          11
xor2            2
ha             19
o41ai           1
o311ai          2
o211ai          2
o21ai           3
or4b            1
a221oi          2
nor3            1
nor2           13
## metal layers
layer | global-route usage [%] | wire length, microns | vias up
met4 | 0 | 0 | 0
li1 | - | - | 1428
met1 | 26.23 | 2929 | 1384
met2 | 27.77 | 3660 | 105
met3 | 4.654 | 783 | 0
met5 | 0 | 0 | -
## worst max-delay path: stages
cell	delay (ps)
sky130_fd_sc_hd__clkdlybuf4s50_1	450
sky130_fd_sc_hd__inv_1	50
sky130_fd_sc_hd__fa_1	540
sky130_fd_sc_hd__inv_1	60
sky130_fd_sc_hd__fa_1	560
sky130_fd_sc_hd__fa_1	450
sky130_fd_sc_hd__fa_1	520
sky130_fd_sc_hd__inv_1	50
sky130_fd_sc_hd__fa_1	470
sky130_fd_sc_hd__inv_1	40
sky130_fd_sc_hd__ha_1	210
sky130_fd_sc_hd__fa_1	470
sky130_fd_sc_hd__a21o_1	220
sky130_fd_sc_hd__a221oi_4	340
sky130_fd_sc_hd__o21ai_2	160
sky130_fd_sc_hd__o311ai_1	290
sky130_fd_sc_hd__clkdlybuf4s50_1	520
## layout make-up
cell class                      count  share of cell area [%]
Inverter                          186                   12.30
Multi-Input combinational cell    218                   56.63
Tap cell                          129                   2.845
Timing Repair Buffer              160                   28.22
## through the flow
stage / worst slack [ps] / instance area, sq um
2_1_floorplan: 4450 / 3911
3_3_place_gp: 3222 / 5674
3_5_place_dp: 3257 / 5674
4_1_cts: 3203 / 5674
5_1_grt: 2993 / 5674
6_report: 3258 / 5674
## worst paths after layout
path / end / cells past startpoint
worst max-delay path: o_data[16] / 17
worst min-delay path: o_data[0] / 4
## kinds of logic (layout without fill, tap and decap cells)
kind of cell	count (synthesis)	in the layout	share of synthesized area (%)
xor+xnor	13	13	2.911
fa+ha+maj	142	142	69.03
mux	2	2	0.5119
compound gates	30	30	5.918
buf+inv	186	346	17.85
simple gates	31	31	3.775
## layout by cell type, fill, tap and decap left out
cell / n
sky130_fd_sc_hd__inv_1: 186
sky130_fd_sc_hd__clkdlybuf4s50_1: 160
sky130_fd_sc_hd__fa_1: 123
sky130_fd_sc_hd__ha_1: 19
sky130_fd_sc_hd__nor2_1: 13
sky130_fd_sc_hd__a21oi_1: 12
sky130_fd_sc_hd__xnor2_1: 11
sky130_fd_sc_hd__nand2_1: 8
sky130_fd_sc_hd__and3_1: 4
sky130_fd_sc_hd__a21o_1: 3
sky130_fd_sc_hd__mux2i_1: 2
sky130_fd_sc_hd__o311ai_1: 2
sky130_fd_sc_hd__o211ai_1: 2
sky130_fd_sc_hd__xor2_1: 2
sky130_fd_sc_hd__and3_2: 1
sky130_fd_sc_hd__a221oi_4: 1
sky130_fd_sc_hd__a31oi_2: 1
sky130_fd_sc_hd__nand4b_1: 1
sky130_fd_sc_hd__a21boi_2: 1
sky130_fd_sc_hd__o21a_1: 1
sky130_fd_sc_hd__o21ai_2: 1
sky130_fd_sc_hd__a221oi_2: 1
sky130_fd_sc_hd__o21ai_1: 1
sky130_fd_sc_hd__o21ai_0: 1
sky130_fd_sc_hd__a31o_1: 1
sky130_fd_sc_hd__o21bai_1: 1
sky130_fd_sc_hd__or3_1: 1
sky130_fd_sc_hd__nor3_1: 1
sky130_fd_sc_hd__o41ai_1: 1
sky130_fd_sc_hd__or4b_1: 1
sky130_fd_sc_hd__nor2b_1: 1
